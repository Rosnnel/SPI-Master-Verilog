===== run.sh =====
#!/bin/bash
# OpenROAD 26Q1-2900-gdf79404cd8, Yosys 0.63+post, stock flow scripts
make -C /OpenROAD-flow-scripts/flow DESIGN_CONFIG=/design/flow/config.mk WORK_HOME=/design/flow/orfs finish

===== config.mk =====
export PLATFORM = sky130hd
export DESIGN_NAME = Generic_MasterSPI
export DESIGN_NICKNAME = Generic_MasterSPI
export VERILOG_FILES = /design/flow/design.v
export SDC_FILE = /design/flow/constraint.sdc
export NUM_CORES = 4
export LEC_CHECK = 1
export CORE_UTILIZATION = 50

===== constraint.sdc =====
current_design Generic_MasterSPI

set clk_period 3.7
set clk_io_pct 0.2

create_clock -name clk0 -period $clk_period [get_ports {clk}]

set non_clock_inputs [all_inputs -no_clocks]
set_input_delay [expr $clk_period * $clk_io_pct] -clock clk0 $non_clock_inputs
set_output_delay [expr $clk_period * $clk_io_pct] -clock clk0 [all_outputs]

===== design.v =====
module DataWordCounter #(parameter WordLen=8)
(clk,EnCount,SCLKEdgeFlg,WordFlg);
    input clk;
    input EnCount;
    input SCLKEdgeFlg;
    output reg WordFlg;
    reg [7:0] Count;
    always@(posedge clk)
    begin
        if(EnCount)
        begin
            if(SCLKEdgeFlg)
            begin
                if(Count>=WordLen-1)
                begin
                    Count <= 8'b0;
                    WordFlg <= 1'b1;
                end
                else
                begin
                    Count <= Count+1;
                    WordFlg <= 1'b0;
                end
            end
            else
                WordFlg <= 1'b0;
        end
        else
        begin
            Count <= 8'b0;
            WordFlg <= 1'b0;
        end
    end
endmodule
module Generic_MasterSPI #(parameter SysClk = 100000000, SPIClkFreq = 2000000, WordLen = 8)
(clk,reset,CPOL,CPHA,SPIGo,SPIMode,RxBusy,SS,TxBusy,SendData,MOSI,ReceivedData,
MISO,BitOrder,WordFlg,SCLK);
    input clk,reset,CPOL,CPHA,SPIGo,SPIMode,MISO,BitOrder;
    input [WordLen-1:0] SendData;
    inout MOSI;
    output RxBusy,SS,TxBusy,WordFlg,SCLK;
    output reg [WordLen-1:0] ReceivedData;
    reg CPOLR,CPHAR,SPIModeR,EndianessR;
    always@(posedge clk)
    begin
        if(~SPIGo)
        begin
            CPOLR <= CPOL;
            CPHAR <= CPHA;
            SPIModeR <= SPIMode;
            EndianessR <= BitOrder;
        end
    end
    wire EnSCLK,SCLKEdgeFlg,EnCounter,WordFlg,LoadPISO,EnPISO,EnSIPO,EnReceivedReg,
         TristateMode;
    SPIMasterFSM SPIMasterFSM
    (.clk(clk),.reset(reset),.SPIGo(SPIGo),.EnSCLK(EnSCLK),.EnCounter(EnCounter),
    .WordFlg(WordFlg),.LoadPISO(LoadPISO),.EnPISO(EnPISO),.EnSIPO(EnSIPO),
    .EnReceivedReg(EnReceivedReg),.SPIMode(SPIModeR),.TxBusy(TxBusy),.SS(SS),
    .RxBusy(RxBusy),.TristateMode(TristateMode),.SCLKEdgeFlg(SCLKEdgeFlg));
    SCLKGenerator #(.SysClk(SysClk), .SPIClkFreq(SPIClkFreq)) SCLKGen
    (.clk(clk),.CPHA(CPHAR),.CPOL(CPOLR),.EnSCLK(EnSCLK),.SCLK(SCLK),
    .SCLKEdgeFlg(SCLKEdgeFlg));
    DataWordCounter #(.WordLen(WordLen)) DataWordCounter
    (.clk(clk),.EnCount(EnCounter),.SCLKEdgeFlg(SCLKEdgeFlg),.WordFlg(WordFlg));
    wire [WordLen-1:0] HBReceivedData;
    PISOZReg #(.WordLen(WordLen)) PISOZReg
    (.clk(clk),.SCLKEdgeFlg(SCLKEdgeFlg),.EnPISO(EnPISO),.LoadPISO(LoadPISO),
    .WordFlg(WordFlg),.TristateMode(TristateMode),.BitOrder(EndianessR),.DataIN(SendData),
    .MOSI(MOSI),.HBReceviedData(HBReceivedData));
    wire [WordLen-1:0] FBReceivedData;
    SIPOReg #(.WordLen(WordLen)) SIPOReg
    (.clk(clk),.SCLKEdgeFlg(SCLKEdgeFlg),.EnSIPO(EnSIPO),.BitOrder(EndianessR),.MISO(MISO),
    .ReceivedData(FBReceivedData));
    reg [WordLen-1:0] ReceivedDataC;
    always@(*)
    begin
        case(SPIModeR)
            1'b0: 
                ReceivedDataC = FBReceivedData;
            1'b1:   
                ReceivedDataC = HBReceivedData;
            default:
                ReceivedDataC = FBReceivedData;
        endcase
    end
    always@(posedge clk) if(EnReceivedReg) ReceivedData <= ReceivedDataC;
endmodule
module PISOZReg #(parameter WordLen=8)
(clk,SCLKEdgeFlg,EnPISO,LoadPISO,WordFlg,TristateMode,BitOrder,DataIN,MOSI,HBReceviedData);
    input TristateMode;
    input clk,SCLKEdgeFlg,EnPISO,LoadPISO,WordFlg,BitOrder;
    input [WordLen-1:0] DataIN;
    output [WordLen-1:0]HBReceviedData;
    inout MOSI;
    reg [WordLen-1:0] TXReg,RXReg;
    always@(posedge clk)
    begin
        if(EnPISO)
        begin
            if(TristateMode)  
            begin
                if(LoadPISO)
                    TXReg <= DataIN;
                else if(SCLKEdgeFlg && ~WordFlg)
                begin
                    if(BitOrder)       
                        TXReg <= {1'b0,TXReg[WordLen-1:1]};
                    else                 
                        TXReg <= {TXReg[WordLen-2:0],1'b0};
                end
            end
            else if(~TristateMode)  
            begin
                if(SCLKEdgeFlg && ~WordFlg)
                begin
                    if(~BitOrder)       
                        RXReg <= {MOSI,RXReg[WordLen-1:1]};
                    else                 
                        RXReg <= {RXReg[WordLen-2:0],MOSI};
                end
            end
        end
    end
    assign MOSI = (TristateMode) ? ((BitOrder) ? TXReg[0] : TXReg[WordLen-1]) : 1'bz;
    assign HBReceviedData = RXReg;
endmodule
module SCLKGenerator #(parameter SysClk=100000000, SPIClkFreq=2000000)
(clk,CPHA,CPOL,EnSCLK,SCLK,SCLKEdgeFlg);
    localparam DIV=(SysClk/(2*SPIClkFreq));
    input clk,CPHA,CPOL;
    input EnSCLK;
    output SCLKEdgeFlg;
    output SCLK;
    reg Flg;
    reg [20:0]Count;
    always@(posedge clk)
    begin
        if(EnSCLK)
        begin
            Count <= Count+1;
            if(Count>=DIV-1)
            begin
                Flg <= ~Flg;
                Count <= 20'b0;
            end
        end 
        else
        begin
            Count<=20'b0;
            Flg <= 1'b0;
        end
    end
    assign SCLK = (CPOL) ? ~Flg:Flg;
    reg R0,R1;
    always@(posedge clk)
    begin
        R0<=SCLK;
        R1<=R0;
    end
    wire RsgnEdge, FllEdge;
    assign RsgnEdge = (R0 && ~R1) ? 1'b1 : 1'b0,
           FllEdge  = (~R0 && R1) ? 1'b1 : 1'b0;
    wire leadigngEdge, trailingEdge;
    assign leadigngEdge = (~CPOL) ? RsgnEdge : FllEdge,
           trailingEdge = (~CPOL) ? FllEdge : RsgnEdge;
    assign SCLKEdgeFlg = (~CPHA) ? trailingEdge : leadigngEdge;
endmodule
module SIPOReg #(parameter WordLen=8)
(clk,SCLKEdgeFlg,EnSIPO,BitOrder,MISO,ReceivedData);
    input clk,SCLKEdgeFlg,EnSIPO,BitOrder;
    input MISO;
    output [WordLen-1:0] ReceivedData;
    reg [WordLen-1:0] Reg;
    always@(posedge clk)
    begin
        if(EnSIPO)
        begin
            if(SCLKEdgeFlg)
            begin
                if(BitOrder)       
                    Reg <= {MISO,Reg[WordLen-1:1]};
                else                 
                    Reg <= {Reg[WordLen-2:0],MISO};
            end
        end
    end
    assign ReceivedData = Reg;
endmodule
module SPIMasterFSM 
(clk,reset,SPIGo,EnSCLK,EnCounter,WordFlg,LoadPISO,EnPISO,EnSIPO,EnReceivedReg,SPIMode,
TxBusy,SS,RxBusy,TristateMode,SCLKEdgeFlg);
    input clk,reset,SPIGo,WordFlg,SPIMode,SCLKEdgeFlg;
    output reg EnSCLK,EnCounter,LoadPISO,EnPISO,EnSIPO,EnReceivedReg,TxBusy,RxBusy,SS,
        TristateMode;
    localparam idle=3'b000,
                FBS0=3'b001,
                FBS1=3'b010,
                HBS0=3'b011,
                HBS1=3'b100,
                HBS2=3'b101;
    reg[2:0] CS,NS;
    always@(posedge clk or posedge reset)
    begin
        if(reset)
            CS <= idle;
        else
            CS <= NS;
    end
    always@(*)
    begin
        case(CS)
            idle:
            begin
                if(SPIGo)
                    NS = (SPIMode) ? HBS0 : FBS0;
                else
                    NS = idle;
            end
            FBS0:
                if(~SPIGo)
                    NS= idle;
                else if (SCLKEdgeFlg)
                    NS = FBS1;
                else
                    NS = FBS0;
            FBS1:
                if(WordFlg)
                    NS = FBS0;
                else
                    NS = FBS1;
            HBS0:
                if(~SPIGo)
                    NS= idle;
                else if (SCLKEdgeFlg)
                    NS = HBS1;
                else
                    NS = HBS0;
            HBS1:
                if(WordFlg)
                    NS = HBS2;
                else
                    NS = HBS1;
            HBS2:
                if(WordFlg)
                    NS = HBS0;
                else
                    NS = HBS2;
            default:
                NS = idle;
        endcase
    end
    always@(*)
    begin
        case(CS)
            idle:
            begin
                EnSCLK = (SPIGo) ? 1'b1 : 1'b0;
                EnCounter = (SPIGo) ? 1'b1 : 1'b0;
                LoadPISO = 1'b0;
                EnPISO = 1'b0;
                EnSIPO = 1'b0;
                EnReceivedReg = 1'b0;
                TxBusy = 1'b0;
                RxBusy = 1'b0;
                SS = (SPIGo) ? 1'b0 : 1'b1;
                TristateMode = 1'b1;
            end
            FBS0:
            begin
                EnSCLK = 1'b1;
                EnCounter = 1'b1;
                LoadPISO = 1'b1;
                EnPISO = 1'b1;
                EnSIPO = 1'b1;
                EnReceivedReg = 1'b1;
                TxBusy = 1'b0;
                RxBusy = 1'b0;
                SS = 1'b0;
                TristateMode = 1'b1;
            end
            FBS1:
            begin
                EnSCLK = 1'b1;
                EnCounter = 1'b1;
                LoadPISO = 1'b0;
                EnPISO = 1'b1;
                EnSIPO = 1'b1;
                EnReceivedReg = 1'b0;
                TxBusy = 1'b1;
                RxBusy = 1'b1;
                SS = 1'b0;
                TristateMode = 1'b1;
            end
            HBS0:
            begin
                EnSCLK = 1'b1;
                EnCounter = 1'b1;
                LoadPISO = 1'b1;
                EnPISO = 1'b1;
                EnSIPO = 1'b0;
                EnReceivedReg = 1'b1;
                TxBusy = 1'b0;
                RxBusy = 1'b0;
                SS = 1'b0;
                TristateMode = 1'b1;
            end  
            HBS1:
            begin
                EnSCLK = 1'b1;
                EnCounter = 1'b1;
                LoadPISO = 1'b0;
                EnPISO = 1'b1;
                EnSIPO = 1'b0;
                EnReceivedReg = 1'b0;
                TxBusy = 1'b1;
                RxBusy = 1'b0;
                SS = 1'b0;
                TristateMode = 1'b1;
            end  
            HBS2:
            begin
                EnSCLK = 1'b1;
                EnCounter = 1'b1;
                LoadPISO = 1'b0;
                EnPISO = 1'b1;
                EnSIPO = 1'b0;
                EnReceivedReg = 1'b0;
                TxBusy = 1'b0;
                RxBusy = 1'b1;
                SS = 1'b0;
                TristateMode = 1'b0;
            end
            default:
            begin
                EnSCLK = (SPIGo) ? 1'b1 : 1'b0;
                EnCounter = (SPIGo) ? 1'b1 : 1'b0;
                LoadPISO = 1'b0;
                EnPISO = 1'b0;
                EnSIPO = 1'b0;
                EnReceivedReg = 1'b0;
                TxBusy = 1'b0;
                RxBusy = 1'b0;
                SS = (SPIGo) ? 1'b0 : 1'b1;
                TristateMode = 1'b1;
            end
        endcase
    end
endmodule

==> insert_results.sql <==
-- implementation run metrics
INSERT INTO impl_metrics (metric_group, metric, value, unit) VALUES
('final_timing', 'timing.slew.headroom', '50.70', '%'),
('finish', 'area_growth', '20.46', '%'),
('clock_network', 'clock_sinks', '75', ''),
('yosys', 'synthTopLogicFamily', 'multiplexers', ''),
('worst_setup_path', 'worstReg2RegStart', 'CPOLR$_DFFE_PN_', ''),
('final_timing', 'timing.final.hold_violations', '0', ''),
('yosys', 'ys_seq_elements', '75', ''),
('placement', 'numPortBuffers', '28', ''),
('yosys', 'ys_sh_mux', '11.66', '%'),
('clock_network', 'tritoncts', 'built', ''),
('placement', 'numPlacedInstances', '334', ''),
('floorplan', 'die-area', '6016', 'um2'),
('final_timing', 'grt_setup_unrepaired', 'false', ''),
('clock_network', 'tritoncts.num_buffers', '9', ''),
('route', 'detail_route.wl_per_cell', '12.77', 'um'),
('worst_setup_path', 'critical_path.endpoint_type', 'output pin', ''),
('worst_hold_path', 'min_path_type', 'flip-flop to flip-flop', ''),
('placement', 'place.detailed.hpwl', '3082', 'um'),
('yosys', 'netlist-cell-type-count', '35', ''),
('floorplan', 'area_of_the_core', '5507', 'um2'),
('power', 'total_power_divided_by_cell_area', '660.3', 'nW/um2'),
('run_status', 'run_status', 'finished, final reports clean', ''),
('yosys', 'synth_area_per_cell', '12.75', 'um2'),
('grt', 'grt_start_max_net_pins', '28', ''),
('route', 'initialDrtViolationCount', '77', ''),
('yosys', 'top_area_cell', 'sky130_fd_sc_hd__edfxtp_1', ''),
('floorplan', 'std_cell_rows', '27', ''),
('grt', 'grt_first_pass_wirelength', '7452', 'um'),
('yosys', 'yosysCellCount', '224', ''),
('route', 'n_antenna_cell', '0', ''),
('placement', 'globalplace.congestion', '0.8573', ''),
('clock_network', 'clk_pin_slew', '0.07', 'ns'),
('floorplan', 'die_h', '77.57', 'um'),
('power', 'vdd_ir_drop_max', '0.3478', 'mV'),
('route', 'ant_nets', '0', ''),
('final_timing', 'worst_pin_slew', '0.7395', 'ns'),
('floorplan', 'top_level_ports', '30', ''),
('final_timing', 'fin_worst_skew', '0.01060', 'ns'),
('route', 'routed_wl', '4469', 'um'),
('yosys', 'top_area_share', '37.86', '%'),
('clock_network', 'cts.hold.buffers_added', '0', ''),
('clock_network', 'post_cts_buffers', '0', ''),
('finish', 'share_of_post_route_cells_with_drive_strength_above_1', '14.39', '%'),
('final_timing', 'final_report_max_slew_violation_count', '0', ''),
('worst_setup_path', 'critPathLaunchType', 'flip-flop', ''),
('clock_network', 'cts_root_buffer', 'sky130_fd_sc_hd__clkbuf_8', ''),
('yosys', 'yosys_warnings', '7', ''),
('route', 'number_of_remaining_drc_errors', '0', ''),
('worst_hold_path', 'holdCritStartpoint', 'SCLKGen.R0$_DFF_P_', ''),
('worst_setup_path', 'crit_path_max_fanout', '27', ''),
('grt', 'grt_antenna_before_repair', '0', ''),
('finish', 'finalInstanceArea', '3440', 'um2'),
('floorplan', 'fp.dieW', '77.57', 'um'),
('floorplan', 'pre_placement_core_utilization', '51.85', '%'),
('final_timing', 'period_needed', '3.231', 'ns'),
('final_timing', 'final_setup_fails', '0', ''),
('run', 'warnings', '28', ''),
('yosys', 'synth_seq_share', '66.30', '%'),
('clock_network', 'clkLatencyLatePin', '0.34', 'ns'),
('final_timing', 'setup_total_negative_slack', '0', 'ns'),
('run', 'max_cap_violations', '0', ''),
('yosys', 'synth.top_cells.by_area', 'sky130_fd_sc_hd__edfxtp_1 (38%), sky130_fd_sc_hd__dfxtp_1 (23%), sky130_fd_sc_hd__mux2_2 (8.7%), sky130_fd_sc_hd__dfrtp_1 (4.4%), sky130_fd_sc_hd__nand2_1 (3.0%)', ''),
('grt', 'grt_usage', '16.86', '%'),
('worst_setup_path', 'critical_path_class', 'flip-flop to output pin', ''),
('grt', 'grt_overflow_total', '0', ''),
('clock_network', 'maximum_count_of_clock_buffers_along_a_single_path', '2', ''),
('yosys', 'synth-xor-area-share', '1.840', '%'),
('yosys', 'aoi_share', '5.784', '%'),
('finish', 'finalCoreUtilization', '62.46', '%'),
('grt', 'first_global_vias', '1647', ''),
('route', 'drtPass1Iterations', '4', '');
==> sequential cells by signal, indices dropped and copies added, names as in the netlist, 5 cells and up, named ones only <==
name	cells
ReceivedData	8
PISOZReg.RXReg	8
DataWordCounter.Count	8
SIPOReg.Reg	8
PISOZReg.TXReg	8
SCLKGen.Count	21
SPIMasterFSM.CS	5
==> power breakdown <==
group / total (mW) / switching (mW) / internal (mW)
Combinational: 0.497 / 0.246 / 0.252
Sequential: 1.23 / 0.113 / 1.12
Clock: 0.542 / 0.259 / 0.282
==> cell type report <==
type	instances	area [um2]	share of cell area (%)
inverter	8	30.03	0.8730
clock buffer	16	170.2	4.947
timing repair buffer	30	295.3	8.585
multi-input combinational	149	960.9	27.94
sequential	75	1893	55.04
tap	72	90.09	2.619
==> layout by cell type (no fill, tap or decap) <==
cell                              netlist  routed
sky130_fd_sc_hd__o21ai_0               11      11
sky130_fd_sc_hd__nor2b_1                1       1
sky130_fd_sc_hd__nor3_1                 1       1
sky130_fd_sc_hd__nand3_1                6       6
sky130_fd_sc_hd__a21o_1                 1       1
sky130_fd_sc_hd__conb_1                 1      16
sky130_fd_sc_hd__clkbuf_8               0      11
sky130_fd_sc_hd__xnor2_1                3       3
sky130_fd_sc_hd__nor2_1                16      16
sky130_fd_sc_hd__buf_4                  0       2
sky130_fd_sc_hd__ha_1                   3       3
sky130_fd_sc_hd__or2_2                  3       3
sky130_fd_sc_hd__dfstp_2                1       1
sky130_fd_sc_hd__a21oi_1                8       8
sky130_fd_sc_hd__o31ai_1                2       2
sky130_fd_sc_hd__inv_1                  8       8
sky130_fd_sc_hd__nand2b_1               5       5
sky130_fd_sc_hd__o21ai_1                1       1
sky130_fd_sc_hd__edfxtp_1              36      36
sky130_fd_sc_hd__a22oi_1                1       1
sky130_fd_sc_hd__mux2_4                 1       1
sky130_fd_sc_hd__a32o_1                 2       2
sky130_fd_sc_hd__xor2_1                 3       3
sky130_fd_sc_hd__a31oi_1                1       1
sky130_fd_sc_hd__a211o_1                1       1
sky130_fd_sc_hd__nand2_1               23      23
sky130_fd_sc_hd__or4_1                  5       5
sky130_fd_sc_hd__and3_1                 2       2
sky130_fd_sc_hd__mux2i_1                7       7
sky130_fd_sc_hd__clkdlybuf4s50_1        0      28
sky130_fd_sc_hd__nand4_1                1       1
sky130_fd_sc_hd__clkbuf_1               4       5
sky130_fd_sc_hd__dfrtp_1                5       5
sky130_fd_sc_hd__dfxtp_1               33      33
sky130_fd_sc_hd__mux2_2                22      22
sky130_fd_sc_hd__nor4_1                 3       3
==> worst max-delay path, cell delays in order (launching register included) <==
cell                              delay (ns)
sky130_fd_sc_hd__dfrtp_1                0.40
sky130_fd_sc_hd__or2_2                  0.51
sky130_fd_sc_hd__or4_1                  0.63
sky130_fd_sc_hd__inv_1                  0.14
sky130_fd_sc_hd__clkdlybuf4s50_1        0.47
==> Yosys cell counts <==
cell / count
sky130_fd_sc_hd__a211o_1: 1
sky130_fd_sc_hd__a21o_1: 1
sky130_fd_sc_hd__a21oi_1: 8
sky130_fd_sc_hd__a22oi_1: 1
sky130_fd_sc_hd__a31oi_1: 1
sky130_fd_sc_hd__a32o_1: 2
sky130_fd_sc_hd__and3_1: 2
sky130_fd_sc_hd__buf_1: 2
sky130_fd_sc_hd__buf_2: 1
sky130_fd_sc_hd__clkbuf_1: 4
sky130_fd_sc_hd__conb_1: 1
sky130_fd_sc_hd__dfrtp_1: 5
sky130_fd_sc_hd__dfstp_2: 1
sky130_fd_sc_hd__dfxtp_1: 33
sky130_fd_sc_hd__edfxtp_1: 36
sky130_fd_sc_hd__ha_1: 3
sky130_fd_sc_hd__inv_1: 8
sky130_fd_sc_hd__mux2_2: 22
sky130_fd_sc_hd__mux2_4: 1
sky130_fd_sc_hd__mux2i_1: 7
sky130_fd_sc_hd__nand2_1: 23
sky130_fd_sc_hd__nand2b_1: 5
sky130_fd_sc_hd__nand3_1: 6
sky130_fd_sc_hd__nand4_1: 1
sky130_fd_sc_hd__nor2_1: 16
sky130_fd_sc_hd__nor2b_1: 1
sky130_fd_sc_hd__nor3_1: 1
sky130_fd_sc_hd__nor4_1: 3
sky130_fd_sc_hd__o21ai_0: 11
sky130_fd_sc_hd__o21ai_1: 1
sky130_fd_sc_hd__o31ai_1: 2
sky130_fd_sc_hd__or2_2: 3
sky130_fd_sc_hd__or4_1: 5
sky130_fd_sc_hd__xnor2_1: 3
sky130_fd_sc_hd__xor2_1: 3
==> path summary, 6_finish.rpt <==
check	endpoint	slack, ns	cells past startpoint
hold / removal	SCLKGen.R1$_DFF_P_	0.37	0
hold reg to reg	SCLKGen.R1$_DFF_P_	0.37	0
max in group asynchronous	SPIMasterFSM.CS[0]$_DFF_PP1_	2.82	2
min in group asynchronous	SPIMasterFSM.CS[5]$_DFF_PP0_	0.62	2
setup reg to reg	PISOZReg.TXReg[6]$_DFFE_PP_	1.56	5
setup / recovery	SS	0.47	4
==> kinds of logic after synthesis <==
group	after synthesis
DFF	75
other	1
adders and majority gates	3
AOI/OAI and AO/OA	28
and+or+nand+nor	66
buffers and inverters	15
muxes	30
xor gates and xnor gates	6
==> through the flow <==
stage               worst slack, ns  power (mW)  hold slack [ns]
finish                       0.4689       2.271           0.3698
global route                 0.3315       2.417           0.3841
CTS                          0.4351       2.299           0.3746
detailed placement           0.5343       1.758           0.3648
global placement             0.5311       1.751           0.3535
floorplan                     1.588       1.545           0.3439
==> routing by layer <==
metal / wire [um] / up-vias / track usage (%)
li1: - / 877 / -
met1: 2079 / 801 / 26.21
met2: 2076 / 36 / 26.55
met3: 160 / 13 / 2.987
met4: 153 / 0 / 4.528
met5: 0 / - / 0
Power is estimated from default activity; no workload was simulated.
